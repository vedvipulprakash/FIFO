==> ./design.v <==
module fifo_sync
    #( parameter FIFO_DEPTH = 8,
	   parameter DATA_WIDTH = 8)
	(input clk, 
     input rst,
     input wr, 
     input rd, 
     input [DATA_WIDTH-1:0] data_in, 
     output reg [DATA_WIDTH-1:0] data_out, 
	 output empty,
	 output full); 
    localparam FIFO_DEPTH_LOG = $clog2(FIFO_DEPTH);
	reg [DATA_WIDTH-1:0] fifo [0:FIFO_DEPTH-1];
	reg [FIFO_DEPTH_LOG:0] write_pointer;
	reg [FIFO_DEPTH_LOG:0] read_pointer;
    always @(posedge clk or negedge rst) begin
      if(!rst) 
		    write_pointer <= 0;
		else if ( wr && !full)
	        write_pointer <= write_pointer + 1'b1;
	end
	always @(posedge clk or negedge rst) begin
	    if(!rst)
		    read_pointer <= 0;
		else if (rd && !empty)
	        read_pointer <= read_pointer + 1'b1;
	end
    assign empty = (read_pointer == write_pointer);
	assign full  = (read_pointer == {~write_pointer[FIFO_DEPTH_LOG], write_pointer[FIFO_DEPTH_LOG-1:0]});
    always @(posedge clk) begin
	    if (wr && !full)
	        fifo[write_pointer[FIFO_DEPTH_LOG-1:0]] <= data_in;
	end
	always @(posedge clk or negedge rst) begin
	    if (!rst)
		    data_out <= 0;
		else if ( rd && !empty)
	        data_out <= fifo[read_pointer[FIFO_DEPTH_LOG-1:0]];
	end
endmodule
==> ./run.sh <==
#!/bin/bash
# OpenROAD 26Q1-2900-gdf79404cd8, Yosys 0.63+post, stock flow scripts
make -C /OpenROAD-flow-scripts/flow DESIGN_CONFIG=/design/flow/config.mk WORK_HOME=/design/flow/orfs finish
==> ./config.mk <==
export PLATFORM = sky130hd
export DESIGN_NAME = fifo_sync
export DESIGN_NICKNAME = fifo_sync
export VERILOG_FILES = /design/flow/design.v
export SDC_FILE = /design/flow/constraint.sdc
export NUM_CORES = 4
export LEC_CHECK = 1
export CORE_UTILIZATION = 30
==> ./constraint.sdc <==
current_design fifo_sync

set clk_period 4.8
set clk_io_pct 0.2

create_clock -name clk0 -period $clk_period [get_ports {clk}]

set non_clock_inputs [all_inputs -no_clocks]
set_input_delay [expr $clk_period * $clk_io_pct] -clock clk0 $non_clock_inputs
set_output_delay [expr $clk_period * $clk_io_pct] -clock clk0 [all_outputs]
==> flow_summary.yaml <==
# flow metrics
status:
  run_status: "completed"
yosys:
  post-synth-top-area-cell: "sky130_fd_sc_hd__edfxtp_1"
  synth.top_cell.area_share: 0.6024
  synth.yosys.num_cells: 168
  netlist_top_cells_area: "sky130_fd_sc_hd__edfxtp_1 (60%), sky130_fd_sc_hd__dfrtp_1 (13%), sky130_fd_sc_hd__mux4_2 (11%), sky130_fd_sc_hd__mux2i_1 (2.5%), sky130_fd_sc_hd__xor2_1 (1.6%)"
  netlist_area_mm2: 0.003191
  yosys_warnings: 1
  synth-seq-cells: 80
  ys_chip_area_mm2: 0.003191
  instance_count_of_the_mapped_netlist: 168
  avgSynthCellArea_um2: 18.99
  yosys.cell_types.count: 24
  yosysSeqAreaShare: 0.7278
global_routing:
  grt_antenna_before_repair: 0
  grt_usage: 0.1139
  grt_overflow_total: 0
  first_global_vias: 1634
  maximum_number_of_pins_on_one_net_before_global_route_repair: 21
  global_route_wire_length_before_repair_um: 8797
run:
  number_of_max_cap_violations: 0
  warnings: 25
setup_path:
  setup_slack_on_the_worst_flop_to_flop_path_ns: 2.13
  worstReg2RegEnd: "fifo[6][6]"
  critical_path.max_fanout: 11
  critical_path.reg2reg.startpoint: "read_pointer[2]"
  worst_r2r_path_depth: 4
  cp.required_ns: 3.84
  start_kind: "flip-flop"
  arrival_ns: 2.14
  critPathCaptureType: "output port"
  worst-setup-path-type: "reg -> out"
routing:
  postRouteAntennaNets: 0
  detail_route.wirelength_um: 5441
  routed_len_inst_um: 15.91
  vias: 1507
  drtPass1Iterations: 4
  first_iter_violations: 57
  antenna_cells: 0
  route.detailed.vias_per_inst: 4.406
  drc: 0
clock_tree:
  h-tree-depth: 3
  clk_latency_ns: 0.34
  cts_tree: "done"
  count_of_clock_tree_sinks: 80
  cts_root_buffer: "sky130_fd_sc_hd__clkbuf_8"
  cts_hold_repair.buffers: 0
  post_cts_sizing_count: 0
  clk_path_buf_depth: 2
  clk_transition_reported_paths_ns: 0.07
  cts_setup_buffers: 0
  tritoncts_buffers: 9
floorplan:
  io_pins: 22
  floorplan.initialDensity: 0.3091
  design.core.area_mm2: 0.01032
  die.size.x_um: 105.1
  die_h_um: 105.1
  chipArea_mm2: 0.01105
  rows: 37
power:
  p_per_area_mw_per_mm2: 580.7
  vdd_drop_max_uv: 335.0
  power_leakage_uw: 0.001296
final_timing:
  report.final.hold_viol_count: 0
  final.min_clock_period_ns: 3.104
  setup_viol: 0
  timing.hold.ws_ns: 0.4830
  timing.setup.tns_ns: 0
  grt_setup_unrepaired: "false"
  final.setup_skew_ns: 0.009516
  final.period_utilization: 0.6466
  highest_clock_rate_mhz: 322.2
  timing_max_transition_violations_final: 0
  timing.max_slew.rel_slack: 0.4599
  worstMarginPinSlew_ns: 0.8076
placed_design:
  io_buffers: 21
  gp_congestion: 0.7398
  detailed_place_hpwl_um: 3576
cells_and_area:
  layout.area.seq_mm2: 0.002322
  synthToLayoutAreaGrowth_pct: 18.47
  fillCellCount: 967
  post_route_cells_drive_above_1_share: 0.1990
  logic_area_um2: 820.8
min_path:
  holdCritStartpoint: "data_out[0]"
  timing.hold.worst.class: "reg -> reg"
  hold_depth: 2
  timing.hold.worst_endpoint: "data_out[0]"
-- cells in the mapped netlist --
master and n:
sky130_fd_sc_hd__edfxtp_1 64, sky130_fd_sc_hd__dfrtp_1 16, sky130_fd_sc_hd__mux4_2 16, sky130_fd_sc_hd__nand2_1 9, sky130_fd_sc_hd__mux2i_1 8, sky130_fd_sc_hd__nor2_1 8, sky130_fd_sc_hd__o21ai_1 8, sky130_fd_sc_hd__xor2_1 6
sky130_fd_sc_hd__buf_4 4, sky130_fd_sc_hd__nor3_1 4, sky130_fd_sc_hd__xnor2_1 4, sky130_fd_sc_hd__inv_1 3, sky130_fd_sc_hd__nand2b_1 3, sky130_fd_sc_hd__buf_2 2, sky130_fd_sc_hd__clkbuf_1 2, sky130_fd_sc_hd__ha_1 2
sky130_fd_sc_hd__or2_1 2, sky130_fd_sc_hd__mux2_1 1, sky130_fd_sc_hd__mux2_4 1, sky130_fd_sc_hd__nand3_1 1, sky130_fd_sc_hd__nor3_2 1, sky130_fd_sc_hd__o41ai_2 1, sky130_fd_sc_hd__o41ai_4 1, sky130_fd_sc_hd__xor2_2 1
-- per-stage QoR --
step | power, uW | util | instance area [um^2] | setup WS (ns) | std cells
floorplan | 1521 | - | 3191 | 2.507 | 168
global placement | 1765 | 0.3489 | 3602 | 1.983 | 326
detailed placement | 1776 | 0.3489 | 3602 | 1.945 | 326
CTS | 2238 | 0.3661 | 3780 | 1.632 | 342
global route | 2342 | 0.3661 | 3780 | 1.513 | 342
finish | 2195 | 0.3661 | 3780 | 1.696 | 342
-- power breakdown --
group	leakage [uW]	switching, uW	internal [uW]
sequential	0.000772	91.6	912
clock	0.0000887	217	241
combinational	0.000435	357	376
-- worst max-delay path by stage --
stage	from	slack [ns]	cells after the start	to
finish	read_pointer[2]	1.70	3	empty
global route	read_pointer[2]	1.51	3	empty
CTS	read_pointer[2]	1.63	3	empty
-- per-layer routing --
metal | routed length (um) | part of all wire | global-route usage
met1 | 2350 | 0.43 | 0.1698
met2 | 2640 | 0.49 | 0.1722
met3 | 400 | 0.074 | 0.04892
met4 | 49 | 0.0090 | 0.01107
met5 | 0 | 0 | 0
-- worst max-delay path: stages, from the launching register on --
cell	delay [ns]
sky130_fd_sc_hd__dfrtp_1	0.75
sky130_fd_sc_hd__xor2_1	0.53
sky130_fd_sc_hd__nor3_1	0.11
sky130_fd_sc_hd__clkdlybuf4s50_1	0.42
-- layout by cell type, fill, tap and decap left out, drive strengths merged --
cell / synthesis / routed
or2: 2 / 2
clkbuf: 2 / 14
buf: 6 / 9
o21ai: 8 / 8
mux2: 2 / 2
inv: 3 / 3
clkdlybuf4s50: 0 / 21
mux2i: 8 / 8
nor2: 8 / 8
nand3: 1 / 1
o41ai: 2 / 2
xor2: 7 / 7
mux4: 16 / 16
nand2: 9 / 9
nor3: 5 / 5
xnor2: 4 / 4
edfxtp: 64 / 64
dfrtp: 16 / 16
nand2b: 3 / 3
ha: 2 / 2
clkinv: 0 / 1
bufinv: 0 / 1
-- cell type report --
type | count | share of cell area
well taps | 136 | 0.04502
clock buffers | 14 | 0.03774
repair buffers | 30 | 0.07349
clock inverters | 2 | 0.009268
multi-input cells | 77 | 0.2171
inverters | 3 | 0.002979
flip-flops and latches | 80 | 0.6144
-- registers in the layout, indices dropped and copies added (netlist names) --
| signal | flops |
|---|---|
| write_pointer | 4 |
| read_pointer | 4 |
| fifo | 64 |
| data_out | 8 |
-- logic make-up after synthesis --
group | synth area share
fa+ha+maj | 0.007842
compound gates | 0.02628
simple gates | 0.04078
xor+xnor | 0.03255
buf+inv | 0.01843
flops | 0.7278
mux | 0.1463
Power figures rest on the tool's default switching activity, not on a simulated workload.
